### design/flow/config.mk
export PLATFORM = sky130hd
export DESIGN_NAME = DEMUX
export DESIGN_NICKNAME = DEMUX
export VERILOG_FILES = /design/flow/design.v
export SDC_FILE = /design/flow/constraint.sdc
export NUM_CORES = 4
export LEC_CHECK = 1
export CORE_AREA = 10 10 70 70
export DIE_AREA = 0 0 80 80
### design/flow/constraint.sdc
current_design DEMUX

set clk_period 2.6
set clk_io_pct 0.2

create_clock -name clk0 -period $clk_period

set non_clock_inputs [all_inputs -no_clocks]
set_input_delay [expr $clk_period * $clk_io_pct] -clock clk0 $non_clock_inputs
set_output_delay [expr $clk_period * $clk_io_pct] -clock clk0 [all_outputs]
### design/flow/design.v
`timescale 1ns / 1ps
module UST_modul(
    input clk,
    input reset
    );
wire [9:0] address;
wire [17:0] instruction;
wire [7:0] port_id;
wire write_strobe;
wire [7:0] out_port;
wire read_strobe;
wire [7:0] in_port;
wire interrupt_ack;
wire [7:0] A; 
wire A_write;
wire [7:0] B; 
wire B_write;
wire [7:0] start; 
wire [15:0] Result;
wire done;
wire [7:0] ram_giris;
block_ram_1 blockram (
  .clka(clk),  
  .wea(1'b0),  
  .addra(port_id[6:0]),  
  .douta(ram_giris)  
);
kcpsm3 picoblaze (
    .address(address), 
    .instruction(instruction), 
    .port_id(port_id), 
    .write_strobe(write_strobe), 
    .out_port(out_port), 
    .read_strobe(read_strobe), 
    .in_port(in_port), 
    .interrupt(1'b0), 
    .interrupt_ack(interrupt_ack), 
    .reset(reset), 
    .clk(clk)
    );
proje prog_rom (
    .address(address), 
    .instruction(instruction), 
    .clk(clk)
    );
booth_top multiplier(
    .A(A), 
    .Awrite(A_write), 
    .B(B), 
    .Bwrite(B_write), 
    .start(start[0]), 
    .clk(clk), 
    .done(done), 
    .Result(Result)
    );
DEMUX demux1 (
    .in(out_port), 
    .port_id(port_id), 
    .cikis_A(A), 
    .cikis_B(B), 
    .cikis_start(start)
    );
DEMUX_strobe demux_strobe (
    .in(write_strobe), 
    .port_id(port_id), 
    .cikis_A_write(A_write), 
    .cikis_B_write(B_write)
    );
MUX mux1 (
    .ram_giris(ram_giris),  
    .result_msb_giris(Result[15:8]), 
    .result_lsb_giris(Result[7:0]), 
    .done_giris({7'd0,done}), 
    .port_id(port_id), 
    .out(in_port)
    );
endmodule
module DEMUX (
	input [7:0] in,
	input [7:0] port_id,
	output reg [7:0] cikis_A,
	output reg [7:0] cikis_B,
	output reg [7:0] cikis_start
);
   always@*
	begin
		case(port_id)
			8'h80: begin
						cikis_A=in;
						cikis_B=0;
						cikis_start=0;
					 end
			8'h81: begin
						cikis_A=0;
						cikis_B=in;
						cikis_start=0;
					 end
			8'h82: begin
						cikis_A=0;
						cikis_B=0;
						cikis_start=in;
					 end
			default: begin
						cikis_A=0;
						cikis_B=0;
						cikis_start=0;
					 end
		  endcase
	end
endmodule
module DEMUX_strobe (
	input in,
	input [7:0] port_id,
	output reg cikis_A_write,
	output reg cikis_B_write
);
   always@*
	begin
		case(port_id)
			8'h80: begin
						cikis_A_write=in;
						cikis_B_write=0;
					 end
			8'h81: begin
						cikis_A_write=0;
						cikis_B_write=in;
					 end
			default: begin
						cikis_A_write=0;
						cikis_B_write=0;
					 end
		   endcase
	end
endmodule
module MUX (
	input [7:0] ram_giris,
	input [7:0] result_msb_giris,
	input [7:0] result_lsb_giris,
	input [7:0] done_giris,
	input [7:0] port_id,
	output reg [7:0] out
);
	always@*
	begin
		case(port_id)
			8'h80: out=result_msb_giris;
			8'h81: out=result_lsb_giris;
			8'h82: out=done_giris;
			default: out=ram_giris;
		endcase
	end
endmodule
### design/flow/run.sh
#!/bin/bash
# OpenROAD 26Q1-2900-gdf79404cd8, Yosys 0.63+post, stock flow scripts
make -C /OpenROAD-flow-scripts/flow DESIGN_CONFIG=/design/flow/config.mk WORK_HOME=/design/flow/orfs finish
==> notes.md <==
The synthesis and PnR run went through. Met2 layer wire length in the routed design landed at ~980 um. The number of antenna diodes in the final layout is 0. Per the Yosys statistics, synthesis produced 42 cells. First-pass detailed-route iteration total landed at 2. Clock period minus final worst setup slack landed at approximately 2500 ps. The synthesized design spends more area on one cell type than any other, namely sky130_fd_sc_hd__nor3_2.

First-pass GRT wire length landed at about 3 mm. Timing would allow up to about 400 MHz. Number of cells produced by synthesis landed at 42. Number of flip-flops and latches landed at 0.

Averaged over all synthesized cells, the footprint is approximately 7.9 um2. Vertical extent of the die landed at approximately 80 um. Number of slew-limit violations in the final report landed at 0.

The analysis reports a worst IR drop on VDD of approximately 0.026 mV. Number of filler cells placed in the layout landed at 373. Number of vias in the routed layout landed at 493. Counting the warning lines in the Yosys log gives 1. Initial antenna violation count landed at 0. By area the synthesized netlist is led by sky130_fd_sc_hd__nor3_2 61%, sky130_fd_sc_hd__or4b_1 9.1%, sky130_fd_sc_hd__inv_1 9.1%. The script parses the final routing iteration and logs DRC violations as 0. Sum of internal, switching and leakage power landed at ~0.066 mW. Die outline width landed at roughly 80 um. Number of warnings the tools reported landed at 32. Cell area power density landed at approximately 73 nW/um2. Count of hold-fix buffers inserted at cts landed at 0.

Cell leakage power landed at about 0.42 nW. The run finished with clean final reports. Max-cap violations in this run came to 0.

Total setup violations reported at the end of the flow landed at 0. Post-synth area from yosys stat landed at 330 um2. Between the synthesized netlist and the finished layout, the area growth was recorded as 174%. Remaining antenna violation count after routing landed at 0. By instance count, the leading cell after synthesis is sky130_fd_sc_hd__nor3_2.

Required arrival time at the worst endpoint landed at roughly 2100 ps. The detailed router used layers up to and including met3. Sum of met3 wire segment lengths after detailed routing landed at between 100 and 150 um. In this run the worst hold path is classified as primary input to primary output. Data on the critical path arrives at its endpoint at a little over 2000 ps. The routed design shows a via density per instance of around 3.5. Worst slew margin relative to its limit landed at 88.2%.

STA classifies the critical path endpoint as a primary output. The worst path uses a little over nine tenths of the clock period. STA classifies the critical path startpoint as a primary input. Distinct cell type count after synthesis landed at 7.

For reference, the most critical setup path is categorized as primary input to primary output. After its last routability iteration, the placer logged a weighted congestion of 0.651. The script logs the mean routed wire length per placed instance as ~14 um. Number of global-route vias before repair landed at between 500 and 600. Total die size landed at ~6400 um2. Setup repair after global routing left no endpoint under its margin. Count of input and output buffers landed at 40. Pre-placement core utilization landed at about a tenth. Area share of the leading cell type in the synthesized netlist landed at 60.6%.

The total area inside the core boundary comes to roughly 3400 um2. Count of standard-cell rows landed at 21. Before any placement, the netlist area is recorded as 330 um2. Global routing used roughly 5.8% of the available tracks. For the pin with the worst max-slew slack, the measured transition is 177 ps. After the flow finishes, the layout carries non-filler instances totaling between 100 and 150. The area taken by sequential standard cells is reported as 0 um2. Initial detailed-routing violation count landed at 11. Global route total overflow landed at 0. Number of placed instances with taps included landed at ~130. Entering global routing, the biggest net connects 8 pins.

After detailed routing, the total wire length is approximately 1.9 mm. Register share after synthesis landed at 0%. Ranked by instance count, the synthesized netlist is headed by 20 x sky130_fd_sc_hd__nor3_2, 8 x sky130_fd_sc_hd__inv_1, 4 x sky130_fd_sc_hd__buf_2, 4 x sky130_fd_sc_hd__nor3_1, 3 x sky130_fd_sc_hd__or4b_1. Largest fanout on the critical path landed at 7.

The post-route report lists met1 wire length as 781 um. Proportion of layout cells with a drive suffix above 1 landed at between 60 and 70%. Number of failing hold endpoints at the final stage landed at 0. Clock buffers in the final layout number 0. Top-level port count landed at around 40. According to the dpl log, the detail-placed design has an HPWL of between 1 and 1.5 mm.

Final-layout worst hold slack landed at 1650 ps.
critical path, cell delays in order:
cell	delay, ps
sky130_fd_sc_hd__clkdlybuf4s50_1	440
sky130_fd_sc_hd__or4b_4	520
sky130_fd_sc_hd__buf_6	140
sky130_fd_sc_hd__buf_6	140
sky130_fd_sc_hd__nor3_2	140
sky130_fd_sc_hd__buf_2	120
metrics by stage:
step / setup slack [ps] / TNS [ps] / utilization, % / area (um2)
floorplan: 653 / 0 / - / 330
global placement: -275 / -6060 / 23.1 / 788
detailed placement: -311 / -6510 / 23.1 / 788
CTS: 0.244 / 0 / 27.9 / 955
global route: 4.12 / 0 / 26.5 / 905
finish: 59.4 / 0 / 26.5 / 905
power by group:
group	internal [mW]	switching (mW)
registers	0	0
clock network	0	0
logic	0.0383	0.0277
per-layer routing:
metal  track usage, %  vias to the layer above
met3             1.48                        0
met4                0                        0
met2             10.8                       16
li1                 -                      253
met1             6.87                      224
met5                0                        -
repair_timing:
| action | CTS | global route |
|---|---|---|
| gates resized | 83 | 12 |
| setup buffers | 11 | 0 |
| pin swaps | 5 | 3 |
| gates cloned | 3 | 0 |
| setup endpoints to repair | 24 | 9 |
final timing paths:
| path | start | end | slack (ps) | depth (start not counted) |
|---|---|---|---|---|
| worst max-delay path | port_id[3] | cikis_B[7] | 60 | 6 |
| worst min-delay path | port_id[2] | cikis_A[2] | 1650 | 5 |
cell families after synthesis:
| logic type | count (synthesis) | share of synthesized area, % |
|---|---|---|
| buf+inv | 14 | 22.0 |
| simple gates | 28 | 78.0 |
cells in the final DEF, fill, tap and decap left out:
master,netlist,layout
sky130_fd_sc_hd__nor3_2,20,20
sky130_fd_sc_hd__buf_2,4,13
sky130_fd_sc_hd__clkdlybuf4s50_1,0,11
sky130_fd_sc_hd__buf_6,2,11
sky130_fd_sc_hd__inv_1,8,8
sky130_fd_sc_hd__dlygate4sd2_1,0,8
sky130_fd_sc_hd__clkbuf_2,0,7
sky130_fd_sc_hd__nor3_4,0,3
sky130_fd_sc_hd__buf_4,0,3
sky130_fd_sc_hd__or4b_4,0,2
sky130_fd_sc_hd__buf_16,0,2
sky130_fd_sc_hd__or4_4,0,1
sky130_fd_sc_hd__or4b_1,3,1
sky130_fd_sc_hd__nor3_1,4,1
sky130_fd_sc_hd__dlymetal6s2s_1,0,1
sky130_fd_sc_hd__buf_12,0,1
area by class of cell:
type                       count  area (um2)  share of cell area (%)
inverter                       8        30.0                    3.32
multi-input combinational     28         303                    33.5
tap                           46        57.6                    6.36
timing repair buffer          57         514                    56.8
Power is estimated from default activity; no workload was simulated.
